`flow/run.sh`:
```
#!/bin/bash
# OpenROAD 26Q1-2900-gdf79404cd8, Yosys 0.63+post, stock flow scripts
make -C /OpenROAD-flow-scripts/flow DESIGN_CONFIG=/design/flow/config.mk WORK_HOME=/design/flow/orfs finish
```
`flow/config.mk`:
```
export PLATFORM = sky130hd
export DESIGN_NAME = carry_select
export DESIGN_NICKNAME = carry_select
export VERILOG_FILES = /design/flow/design.v
export SDC_FILE = /design/flow/constraint.sdc
export NUM_CORES = 4
export LEC_CHECK = 1
export CORE_AREA = 10 10 94 94
export DIE_AREA = 0 0 104 104
```
`flow/design.v`:
```
module carry_select #(parameter width = 32)
(
    input [width-1:0] a,b,
    output [width-1:0] sum,
    output cout
);
wire [width>>2 - 1:0] select;
wire [width>>2 - 2:0] select0, select1;
wire [width - 5:0] tmp_sum0, tmp_sum1;
assign cout = select[width>>2 - 1];
ripple_carry #(.width(4)) u0(a[3:0], b[3:0], 1'b0, sum[3:0], select[0]);
genvar i;
generate
for (i = 1; i < width >> 2; i = i + 1)
begin:carry_select
    ripple_carry #(.width(4)) u1(a[4*i + 3:4*i], b[4*i+3:4*i], 1'b0, tmp_sum0[4*i-1:4*i-4], select0[i-1]);
    ripple_carry #(.width(4)) u2(a[4*i + 3:4*i], b[4*i+3:4*i], 1'b1, tmp_sum1[4*i-1:4*i-4], select1[i-1]);
    assign select[i] = select[i-1]? select1[i-1]:select0[i-1];
    assign sum[4*i + 3:4*i] = select[i-1]? tmp_sum1[4*i-1:4*i-4]:tmp_sum0[4*i-1:4*i-4];
end
endgenerate
endmodule
module full_adder(
    input a, b, cin,
    output sum, cout
);
assign sum = a ^ b ^ cin;
assign cout = (a & b) | ((a ^ b) & cin);
endmodule
module pg #(parameter width = 4)
(
    input [width-1:0] a, b,
    output [width-1:0] p,g
);
assign p = a ^ b;
assign g = a & b;
endmodule
module ripple_carry #(parameter width = 32)
(
    input [width-1:0] a,b,
    input cin,
    output [width-1:0] sum,
    output cout
);
wire [width:0] carry;
assign carry[0] = cin;
assign cout = carry[width];
genvar i;
generate
for ( i = 0; i < width; i = i + 1)
begin
  full_adder u0(a[i], b[i], carry[i], sum[i], carry[i + 1]);
end
endgenerate
endmodule
```
`flow/constraint.sdc`:
```
current_design carry_select

set clk_period 12.5
set clk_io_pct 0.2

create_clock -name clk0 -period $clk_period

set non_clock_inputs [all_inputs -no_clocks]
set_input_delay [expr $clk_period * $clk_io_pct] -clock clk0 $non_clock_inputs
set_output_delay [expr $clk_period * $clk_io_pct] -clock clk0 [all_outputs]
```
==> notes.md <==
run results: Remaining Overflow, GRT 0, Global Route Usage Sum 6.294%, CP Launch Point b[0], first-pass GRT wire length 5.637 mm, XOR/XNOR Area Share 8.738%, period utilisation layout 120.0%, most used cell, CP fa_2, non-filler cells, final 278, Critical-path top delay cell fa_2, pin count of the biggest net entering global routing 3, flop count 0, crit path max fanout 2, CP Launch Type input pin, ratio of cells with drive above 1 in the final layout 29.67%, drt initial violations 1, top cells by area fa_1 (51%), ha_1 (21%), inv_1 (7.5%), xor2_1 (6.8%), mux2i_1 (4.4%), largest area contributor in the netlist fa_1, yosys simple share 1.248%, clock buf count 0, post-route cell area 2100 um2, LEAKAGE 0.8560 nW, yosys warns 1, die width 104 um, Area Overhead vs Synth 132.7%, CP Class input pin to output pin, GPL Wtd Cong 0.7263, number of global-route vias before repair 1066, HPWL Detailed 3.340 mm, Hold WC Path Type input pin to output pin, Tmin final 15010 ps, max-slew violations 0, CP endpoint sum[30], Arr. time, crit path 12510 ps, VDD IR max 0.01371 mV, Net Sw Power 28.76 uW, initial antenna violation count 0, failing checks negative setup slack, area figure in the yosys stat output 902.1 um2, ys cells 81, cells after synthesis 81, Worst EP required 10000 ps, core area 6832 um2, RSZ-0062 raised after global routing yes, placed instance area 2053 um2, fmax 66.64 MHz, Top logic family adder cells, combinational power share 100.0%, Yosys cell types 10, Area leader share 51.04%, outcome complete, but fails checks, Vias per Instance 3.345, Seq pwr share 0%, Layout fillers 715, max incr delay on CP 520 ps, tool warning count 42, Switching Fraction 30.01%, sequential area share after synthesis 0%, Setup violations, final 10, Final Hold Fails 0, die footprint 10820 um2, initial core utilization 13.21%, antenna diode count 0, First-pass DRT Iterations 2, drt wl/cell 12.33 um, Cell Area, Synth 902.1 um2, Critical Path Sink Type output pin, die height 104 um, Mux area share 4.438%, WL final 3.427 mm, ANT nets after route 0, row count 30, Mapped Avg Cell Area 11.14 um2, Pint 67.06 uW, area taken by flip-flops and latches 0 um2, Hold Slack 5629 ps, port bufs 96, Ports 97, clock power share 0%, Compound-Gate Fraction of Synth Area 1.664%, Inst Count DP 273, final worst slack -2506 ps, cts hold-fix bufs 0, Power Dens Cells 45.64 nW/um2, DR DRC count 0, via count 930, max cap viols 0, Adder Share, Synth 71.84%
## how the worst min path moves through the flow
stage                 from     end  slack [ps]  cells past startpoint
after CTS             a[0]  sum[0]        5640                      3
after global routing  a[0]  sum[0]        5650                      3
final                 a[0]  sum[0]        5630                      3
## cells in the final DEF (no fill, tap or decap), types with 3 or more instances in the layout
master	netlist	final
buf_2	0	8
inv_1	18	18
a21oi_2	0	3
xor2_1	7	7
buf_4	5	10
clkdlybuf4s50_1	0	81
ha_1	15	14
fa_2	0	23
dlygate4sd2_1	0	4
nor2_2	0	3
## Yosys cell counts
cell type,instances
a21oi_1,3
buf_4,5
conb_1,1
fa_1,23
ha_1,15
inv_1,18
mux2i_1,4
nor2_1,3
xnor2_1,2
xor2_1,7
## repair_timing
item,CTS,global route
setup buffers,3,2
endpoints found under the hold margin,0,0
endpoints found under the setup margin,12,11
resized,50,4
pin swaps,28,0
cloned,0,0
## cells by family (layout without fill, tap and decap cells)
group / Yosys count / after routing
compound gates: 3 / 3
xor+xnor: 9 / 9
fa+ha+maj: 38 / 38
buf+inv: 23 / 124
mux: 4 / 4
other cells: 1 / 1
simple gates: 3 / 3
## routing by layer
layer	up-vias	wire length [um]	global-route usage [%]
met1	414	1531	8.233
met2	79	1289	9.054
met5	-	0	0
met3	0	606	4.135
met4	0	0	0
li1	437	-	-
## per-stage QoR
stage	power, mW	utilization (%)	TNS [ps]	worst slack (ps)
finish	0.09582	30.73	-14050	-2506
global route	0.1087	30.73	-16720	-2827
CTS	0.09823	30.55	-14900	-2578
detailed placement	0.1004	30.05	-22920	-3419
global placement	0.09989	30.05	-22430	-3366
floorplan	0.02252	-	-9869	-2112
## layout make-up
type               instances  area [um2]  share of cell area (%)
inverters                 18       67.56                   3.218
well taps                 96       120.1                   5.721
multi-input cells         58       918.4                   43.74
repair buffers           106       993.5                   47.32
## power groups by stage
stage / clock network (mW) / logic (mW) / registers, mW
CTS: 0 / 0.0982 / 0
global route: 0 / 0.109 / 0
finish: 0 / 0.0958 / 0
## worst max-delay path, delay by kind of cell
kind            cells  cell delay [ps]
buf+inv             2              190
simple gates        3              370
mux                 4              760
compound gates      3              160
fa+ha+maj          24             8540
Power figures rest on the tool's default switching activity, not on a simulated workload.
