--- flow/run.sh ---
#!/bin/bash
# OpenROAD 26Q1-2900-gdf79404cd8, Yosys 0.63+post, stock flow scripts
make -C /OpenROAD-flow-scripts/flow DESIGN_CONFIG=/design/flow/config.mk WORK_HOME=/design/flow/orfs finish
--- flow/config.mk ---
export PLATFORM = sky130hd
export DESIGN_NAME = kogge_stone_32
export DESIGN_NICKNAME = kogge_stone_32
export VERILOG_FILES = /design/flow/design.v
export SDC_FILE = /design/flow/constraint.sdc
export NUM_CORES = 4
export LEC_CHECK = 1
export CORE_UTILIZATION = 30
--- flow/constraint.sdc ---
current_design kogge_stone_32

set clk_period 10.6
set clk_io_pct 0.2

create_clock -name clk0 -period $clk_period

set non_clock_inputs [all_inputs -no_clocks]
set_input_delay [expr $clk_period * $clk_io_pct] -clock clk0 $non_clock_inputs
set_output_delay [expr $clk_period * $clk_io_pct] -clock clk0 [all_outputs]
--- flow/design.v ---
`timescale 1ns / 1ps
module black_cell(
  input Gik, Pik, Gk_1j, Pk_1j,
  output Gij, Pij
);
assign Gij = Gik | (Pik & Gk_1j);
assign Pij = Pik & Pk_1j;
endmodule
module gray_cell(
  input Gik, Pik, Gk_1j,
  output Gij
);
assign Gij = Gik | (Pik & Gk_1j);
endmodule
module buffer(
  input a,
  output b
);
buf u0(b,a);
endmodule
module kogge_stone_32(
  input [31:0] a, b,
  output [31:0] sum,
  output cout
);
wire [31:0] p,g;
pg #(.width(32)) u0(a, b, p, g);
wire buf0_0;
buffer u7(g[0], buf0_0);
wire g0_1;
gray_cell u1(g[1], p[1], g[0], g0_1);
wire [29:0] bg_1, bp_1;
genvar i;
generate
for (i = 2; i < 32; i = i + 1)
begin
  black_cell u8(g[i], p[i], g[i-1], p[i-1], bg_1[i-2], bp_1[i-2]);
end
endgenerate
wire buf1_1;
buffer u6(g0_1, buf1_1);
wire g1_1, g1_2;
gray_cell u9(bg_1[0], bp_1[0], buf0_0, g1_1);
gray_cell u10(bg_1[1], bp_1[1], g0_1, g1_2);
wire [27:0] bg_2, bp_2;
genvar i1;
generate
for (i1 = 4; i1 < 32; i1 = i1 + 1)
begin
  black_cell u2(bg_1[i1-2], bp_1[i1-2], bg_1[i1-4], bp_1[i1-4], bg_2[i1-4], bp_2[i1-4]);
end
endgenerate
wire [1:0] buff_2;
buffer u11(g1_1, buff_2[0]);
buffer u12(g1_2, buff_2[1]);
wire [3:0] g2, pre_g2;
assign pre_g2 = {g1_2,g1_1,buf1_1,buf0_0};
genvar i2;
generate
for (i2 = 4; i2 < 8; i2 = i2 + 1)
begin
  gray_cell u2(bg_2[i2-4], bp_2[i2-4], pre_g2[i2-4], g2[i2-4]);
end
endgenerate
wire [23:0] bg_3, bp_3;
genvar i3;
generate
for (i3 = 8; i3 < 32; i3 = i3 + 1)
begin
  black_cell u2(bg_2[i3-4], bp_2[i3-4], bg_2[i3-8], bp_2[i3-8], bg_3[i3-8], bp_3[i3-8]);
end
endgenerate
wire [3:0] buff_3;
genvar i4;
generate
for (i4 = 4; i4 < 8; i4 = i4 + 1)
begin
  buffer u3(g2[i4-4], buff_3[i4-4]);
end
endgenerate
wire [7:0] g3, pre_g3;
assign pre_g3 = {g2, buff_2, buf1_1,buf0_0};
genvar i5;
generate
for (i5 = 8; i5 < 16; i5 = i5 + 1)
begin
  gray_cell u2(bg_3[i5-8], bp_3[i5-8], pre_g3[i5-8], g3[i5-8]);
end
endgenerate
wire [15:0] bg_4, bp_4;
genvar i6;
generate
for (i6 = 16; i6 < 32; i6 = i6 + 1)
begin
  black_cell u2(bg_3[i6-8], bp_3[i6-8], bg_3[i6-16], bp_3[i6-16], bg_4[i6-16], bp_4[i6-16]);
end
endgenerate
wire [7:0] buff_4;
genvar i7;
generate
for (i7 = 8; i7 < 16; i7 = i7 + 1)
begin
  buffer u3(g3[i7-8], buff_4[i7-8]);
end
endgenerate
wire [15:0] g4, pre_g4;
assign pre_g4 = {g3, buff_3, buff_2, buf1_1, buf0_0};
genvar i8;
generate
for (i8 = 16; i8 < 32; i8 = i8 + 1)
begin
  gray_cell u2(bg_4[i8-16], bp_4[i8-16], pre_g4[i8-16], g4[i8-16]);
end
endgenerate
assign sum = p ^ {g4[14:0], buff_4, buff_3, buff_2, buf1_1, buf0_0, 1'b0};
assign cout = g4[15];
endmodule
module full_adder(
    input a, b, cin,
    output sum, cout
);
assign sum = a ^ b ^ cin;
assign cout = (a & b) | ((a ^ b) & cin);
endmodule
module pg #(parameter width = 4)
(
    input [width-1:0] a, b,
    output [width-1:0] p,g
);
assign p = a ^ b;
assign g = a & b;
endmodule
module ripple_carry #(parameter width = 32)
(
    input [width-1:0] a,b,
    input cin,
    output [width-1:0] sum,
    output cout
);
wire [width:0] carry;
assign carry[0] = cin;
assign cout = carry[width];
genvar i;
generate
for ( i = 0; i < width; i = i + 1)
begin
  full_adder u0(a[i], b[i], carry[i], sum[i], carry[i + 1]);
end
endgenerate
endmodule
==> ci_impl_report.md <==
## Synthesis and layout report

| Metric | Value |
|---|---|
| Status | `completed` |
| Starting DRT DRC Count | `131` |
| # hold bufs at CTS | `0` |
| Top-Level Pins | `97` |
| # clk buffers | `0` |
| Leakage dissipation | `~0.0011 uW` |
| CP Data Required Time | `8480 ps` |
| Register share of total power | `0%` |
| Sw power | `70.81 uW` |
| Crit-path slowest cell | `clkdlybuf4s50_1` |
| Slew Limit Fails | `0` |
| Routed wire length | `4.768 mm` |
| Setup Viol. Count Final | `0` |
| Fin crit period | `7283 ps` |
| YS chip area | `1680 um^2` |
| Hpwl dp | `4.219 mm` |
| Fmax | `137.3 MHz` |
| Power share of the clock group | `0%` |
| RSZ-0062 raised after global routing | `false` |
| Flip-flops | `0` |
| Worst setup margin | `3317 ps` |
| Max Cap Viol | `0` |
| Worst Tran Pin Value | `between 300 and 400 ps` |
| Global-route wire length before repair | `between 8 and 9 mm` |
| Most frequent logic cell in the layout | `clkdlybuf4s50_1` |
| Die W | `76.84 um` |
| P_int | `108.6 uW` |
| Antenna violations before repair | `0` |
| Gate Area | `1620 um^2` |
| Startpoint types | `input port` |
| Top area cell types | `ha_1 24%, a21oi_1 11%, xnor2_1 8.3%` |
| Post-CTS setup buffers | `0` |
| Area leader, netlist | `ha_1` |
| Tool warnings | `32` |
| Endpoint class of the critical path | `output pin` |
| Hold Crit Class | `in -> out` |
| Rows | `26` |
| Share of cells above drive strength 1 | `2.424%` |
| Port bufs | `97` |
| Storage element area | `0 um^2` |
| Layout area overhead | `62.32%` |
| Top Layout Cells | `97 x clkdlybuf4s50_1, 36 x a21oi_1, 32 x ha_1` |
| Vias | `2016` |
| Post-route ant nets | `0` |
| Fillers | `513` |
| Gate power share | `100.0%` |
| Vias in the first global route | `1892` |
| Floorplan utilization | `roughly a third` |
| Netlist Area Pre-Place | `1680 um^2` |
| Crit Path Category | `in -> out` |
| Placer Congestion | `around 0.85` |
| CP most frequent cell | `clkdlybuf4s50_1` |
| Chip Area | `5904 um^2` |
| Die height | `76.84 um` |
| # Cells Yosys | `between 200 and 250` |
| Total inserted antenna cells | `0` |
| Slew margin rel. | `73.44%` |
| Slowest stage delay, CP | `between 400 and 500 ps` |
| DR DRC count | `0` |
| Drt wl/cell | `~12 um` |
| Unique cell types | `43` |
| 1st-pass router iterations | `4` |
| Crit path max fanout | `6` |
| Synthesis warning total | `0` |
| Worst slack at placement | `3298 ps` |
| Largest net degree at the start of global routing | `11` |
| Final TNS setup | `0 ps` |
| Gate Count Post-Synth | `236` |
| Post-CTS resize count | `0` |
| Remaining Overflow, GRT | `0` |
| Dpl cells | `400` |
| Worst-path cell chain | `clkdlybuf4s50_1, ha_1, fa_1, a21o_1, a21oi_4, o211ai_4, a211oi_4, o31ai_4, a2111o_1, nand3_1, clkdlybuf4s50_1` |
| Syn_area_per_cell | `7.120 um^2` |
| Crit path arrival time | `5160 ps` |
| Power density over cell area | `65.78 nW/um^2` |
| Final period util | `between 60 and 70%` |
| Final non-filler cell total | `400` |
| Peak VDD IR | `0.00002745 V` |
| Post-synth seq share | `0%` |
| GRT Total Usage | `about 17%` |
| Final tally of hold violations | `0` |
| Via-per-instance ratio | `5.040` |
| Switch share | `39.46%` |
| Area fraction of the dominant cell type after synthesis | `approximately a quarter` |
| Core box area | `~5200 um^2` |
-- through the flow --
stage / utilization [%] / power, uW / instance area [um^2] / hold WS [ps]
global route: 52.08 / 199.8 / 2728 / 5305
finish: 52.08 / 179.4 / 2728 / 5271
floorplan: - / 87.34 / 1680 / 4312
detailed placement: 52.08 / 180.0 / 2728 / 5274
CTS: 52.08 / 181.1 / 2728 / 5276
global placement: 52.08 / 181.2 / 2728 / 5281
-- cell type report --
cell class / count / share of cell area, %
multi-input cells: 220 / 59.40
well taps: 70 / 3.211
repair buffers: 97 / 35.60
inverters: 13 / 1.789
-- logic make-up (layout without fill, tap and decap cells) --
logic type               count (synthesis)  count (layout)  synth area share, %
AND-OR/OR-AND                           94              94                39.39
buffers and inverters                   16             110                3.574
AND/OR/NAND/NOR                         67              67                18.47
XOR/XNOR                                26              26                13.55
adder cells (fa/ha/maj)                 33              33                25.02
-- critical path, delay by kind of cell --
kind            cells  cell delay [ps]
compound gates      6             1470
buf+inv             2              850
simple gates        1               70
fa+ha+maj           2              650
-- Yosys cell counts, types with 6 or more instances --
cell type	number
nor2_1	15
inv_1	13
o21ai_0	12
a21o_1	9
nand2_1	22
ha_1	32
a21oi_1	36
o21a_1	6
nand3_1	10
xor2_1	10
nor3_1	7
xnor2_1	16
-- layer usage --
metal  GRT usage (%)  up-vias  part of all wire (%)
li1                -     1075                     -
met1           24.04      868                    50
met2           27.23       73                    43
met3           2.660        0                   7.4
met4          0.1923        0                     0
met5               0        -                     0
-- power by group through the flow --
stage	logic [uW]	clock network, uW	registers [uW]
after CTS	181	0	0
after global routing	200	0	0
final	179	0	0
-- path summary, 6_finish.rpt --
path | cells after the start | start | to
setup / recovery | 11 | a[0] | sum[28]
hold / removal | 3 | b[0] | sum[0]
Power and IR drop assume default switching activity.
