### flow/design.v
module carry_skip #(parameter width = 32)
(
    input [width-1:0] a,b,
    output [width-1:0] sum,
    output cout
);
wire [width>>2:0] carry;
wire [width>>2 - 1:0] skip;
wire [width-1:0] p, g;
assign carry[0] = 1'b0;
assign cout = carry[width>>2];
genvar i;
generate
for (i = 0; i < width>>2;i = i + 1)
begin:carry_skip
    ripple_carry #(.width(4)) u0(a[4*i + 3:4*i], b[4*i + 3:4*i], carry[i], sum[4*i+3:4*i], skip[i]);
    pg  u1(a[4*i + 3:4*i], b[4*i + 3:4*i], p[4*i+3:4*i], g[4*i+3:4*i]);
    assign carry[i+1] = (&p[4*i+3:4*i])? carry[i] : skip[i];   
end
endgenerate
endmodule
module full_adder(
    input a, b, cin,
    output sum, cout
);
assign sum = a ^ b ^ cin;
assign cout = (a & b) | ((a ^ b) & cin);
endmodule
module pg #(parameter width = 4)
(
    input [width-1:0] a, b,
    output [width-1:0] p,g
);
assign p = a ^ b;
assign g = a & b;
endmodule
module ripple_carry #(parameter width = 32)
(
    input [width-1:0] a,b,
    input cin,
    output [width-1:0] sum,
    output cout
);
wire [width:0] carry;
assign carry[0] = cin;
assign cout = carry[width];
genvar i;
generate
for ( i = 0; i < width; i = i + 1)
begin
  full_adder u0(a[i], b[i], carry[i], sum[i], carry[i + 1]);
end
endgenerate
endmodule
### flow/run.sh
#!/bin/bash
# OpenROAD 26Q1-2900-gdf79404cd8, Yosys 0.63+post, stock flow scripts
make -C /OpenROAD-flow-scripts/flow DESIGN_CONFIG=/design/flow/config.mk WORK_HOME=/design/flow/orfs finish
### flow/constraint.sdc
current_design carry_skip

set clk_period 29.9
set clk_io_pct 0.2

create_clock -name clk0 -period $clk_period

set non_clock_inputs [all_inputs -no_clocks]
set_input_delay [expr $clk_period * $clk_io_pct] -clock clk0 $non_clock_inputs
set_output_delay [expr $clk_period * $clk_io_pct] -clock clk0 [all_outputs]
### flow/config.mk
export PLATFORM = sky130hd
export DESIGN_NAME = carry_skip
export DESIGN_NICKNAME = carry_skip
export VERILOG_FILES = /design/flow/design.v
export SDC_FILE = /design/flow/constraint.sdc
export NUM_CORES = 4
export LEC_CHECK = 1
export CORE_AREA = 10 10 104 104
export DIE_AREA = 0 0 114 114
==> qor.yml <==
ir_drop_v: 0.00000498
grt_antenna_before_repair: 0
logic_area_sq_um: 1220
grt_max_degree: 4
power.leakage_nw: 0.955
criticalPathCategory: "in2out"
hp-class: "in2out"
antenna_left: 0
crit_buf_inv: 5
min_period_ns: 26.81
min_to: "sum[0]"
aoi_share: 0.0414
drc_errors: 0
seq_cell_count: 0
netlist-cell-type-count: 21
crit_path_end_kind: "primary output"
initialDrtViolationCount: 13
fp_util: 0.171
dpl.hpwl_um: 4130
final_area_sq_um: 2350
synthCells: 132
drive_gt1_frac: 0.0305
cts.repair.resized: 0
critPathLaunchType: "input port"
cp_max_fo: 3
die_x_um: 114
crit_top_cell: "fa_1"
core_sq_um: 8680
finalSetupTns_ns: 0
adder_share: 0.689
cts_hold_buf: 0
period_used_share: 0.897
slew_headroom: 0.733
max_clock_freq_ghz: 0.0373
cp.arrival_ns: 20.83
ys_sh_mux: 0
slew_viol_final: 0
nClkBuffers: 0
gp_congestion: 0.741
viasPerCell: 3.49
die_h_um: 114
worstMarginPinSlew_ns: 0.397
ys_cells: 132
power.density_nw_per_um2: 18.7
io_buffer_count: 97
die_area_sq_um: 13000
worstHoldStart: "b[0]"
lay_top_cells: "97 x clkdlybuf4s50_1, 32 x ha_1, 31 x fa_1"
yosysWarnings: 0
top_logic_kind: "adder cells"
crit_family: "adder cells"
hold-worst-slack_ns: 13.03
worstPathRequired_ns: 23.92
mostFrequentLayoutCell: "clkdlybuf4s50_1"
area_delta_synth_final_pct: 58.4
rsz0062_at_grt: "false"
xor_share: 0
cts_setup_buffers: 0
grt_usage: 0.0652
finalWirelength_um: 4140
vias: 1065
grt_pass1_wl_um: 6850
placed_area_sq_um: 2350
synth_seq_share: 0
slowest_stage: "clkdlybuf4s50_1"
regArea_sq_um: 0
synth.cell_area_sq_um: 1480
run_status: "finished clean"
drv_cap: 0
antenna_cells: 0
grt_overflow_total: 0
fp-row-count: 34
min_path_cells: 3
avgSynthCellArea_sq_um: 11.2
grt_pass1_vias: 1235
firstDrtPassIters: 3
finalSetupViolations: 0
nFillCells: 934
warning_count: 63
post_drt_wl_per_cell_um: 13.6
ioPinCount: 97
critical-path-max-stage-delay_ns: 0.45
ys_chip_area_sq_um: 1480
hold_viol_final: 0
simple_gate_area_frac: 0.0946
==> synth_stat cells <==
cell	count	share of area
nand4_1	6	0.025
or3_1	1	0.0042
or3_4	1	0.0076
inv_1	5	0.013
nand2b_1	1	0.0042
a21oi_2	2	0.012
nor2_1	3	0.0076
o31ai_1	1	0.0051
o21ai_0	1	0.0034
a41oi_1	1	0.0059
fa_1	31	0.42
nor2b_1	1	0.0042
nand2_1	7	0.018
buf_4	32	0.16
nand4_2	1	0.0084
and4_4	1	0.0076
a21oi_1	2	0.0068
ha_1	32	0.27
nor3_1	1	0.0034
a22oi_2	1	0.0084
or2_1	1	0.0042
==> power breakdown <==
group / switching [mW] / internal (mW) / total [mW]
combinational: 0.0139 / 0.0299 / 0.0438
clock: 0 / 0 / 0
sequential: 0 / 0 / 0
==> cell type report <==
type / instances / share of cell area
Tap cell: 108 / 0.0576
Inverter: 5 / 0.00800
Multi-Input combinational cell: 95 / 0.521
Timing Repair Buffer: 97 / 0.414
==> stage by stage <==
| step | utilization | total power [mW] | cells | worst slack, ns |
|---|---|---|---|---|
| 3_3_place_gp | 0.270 | 0.0455 | 305 | 3.03 |
| 6_report | 0.270 | 0.0438 | 305 | 3.09 |
| 4_1_cts | 0.270 | 0.0458 | 305 | 2.89 |
| 2_1_floorplan | - | 0.0226 | 132 | 4.59 |
| 5_1_grt | 0.270 | 0.0500 | 305 | 2.34 |
| 3_5_place_dp | 0.270 | 0.0456 | 305 | 2.94 |
==> worst max-delay path by stage <==
stage / from / cells past startpoint / slack, ns / to
finish: a[0] / 51 / 3.09 / sum[31]
global route: a[0] / 51 / 2.34 / sum[31]
CTS: a[0] / 51 / 2.89 / sum[31]
==> cells by family after synthesis <==
logic type               Yosys count
AND-OR/OR-AND                      8
adder cells (fa/ha/maj)           63
buffers and inverters             37
AND/OR/NAND/NOR                   24
==> routing by layer <==
metal	part of all wire	track usage	routed length, um	vias up
met5	0	0	0	-
met4	0	0	0	0
met3	0.070	0.0154	291	0
met2	0.57	0.120	2350	29
met1	0.36	0.0798	1490	514
li1	-	-	-	522
No activity file was given, so power comes from the tool's default toggle rates.
